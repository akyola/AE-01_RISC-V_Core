### /design/flow/config.mk
export PLATFORM = sky130hd
export DESIGN_NAME = AND_OR_XOR
export DESIGN_NICKNAME = AND_OR_XOR
export VERILOG_FILES = /design/flow/design.v
export SDC_FILE = /design/flow/constraint.sdc
export NUM_CORES = 4
export LEC_CHECK = 1
export CORE_AREA = 10 10 82 82
export DIE_AREA = 0 0 92 92
### /design/flow/constraint.sdc
current_design AND_OR_XOR

set clk_period 1.0
set clk_io_pct 0.2

create_clock -name clk0 -period $clk_period

set non_clock_inputs [all_inputs -no_clocks]
set_input_delay [expr $clk_period * $clk_io_pct] -clock clk0 $non_clock_inputs
set_output_delay [expr $clk_period * $clk_io_pct] -clock clk0 [all_outputs]
### /design/flow/design.v
`timescale 1ns / 1ps
module AND_OR_XOR (input [31:0] a,b,
                  output[31:0] out1,out2,out3);
assign out1 = a&b;
assign out2 = a|b;
assign out3 = a^b;
endmodule
### /design/flow/run.sh
#!/bin/bash
# OpenROAD 26Q1-2900-gdf79404cd8, Yosys 0.63+post, stock flow scripts
make -C /OpenROAD-flow-scripts/flow DESIGN_CONFIG=/design/flow/config.mk WORK_HOME=/design/flow/orfs finish
==> notes.md <==
impl run done, here's what came out: post-synthesis to final-layout area growth 139%, Ys Warns 0, Worst Hold Slack 0.690 ns, GPL Wtd Cong 0.757, top cells by area ha_1 69%, inv_1 31%, and-or/or-and share of the synthesized area 0%, Starting DRT DRC Count 4, PwrDens 297 nW/um2, synthesized area 1160 um2, total number of vias 1,540, comb area leader adder cells, worst vdd ir 137 uV, simple share 0%, IO Port Bufs 160, Cell Type Count 2, CP max FO 2, layout cells sized above 1 66.2%, setup violators final 0, tool warnings 65, num rows 26, seq_cells 0, CTS Hold Bufs 0, chip height 92 um, most frequent cells after synthesis 96 x inv_1, 64 x ha_1, endpoints failing hold 0, first-pass GRT wire length 7920 um, yosys stat area 1160 um2, GR Overflow Total 0, IO Pins 160, HP Class input pin to primary output, Max-area cell share 69.0%, Fmax 1010 MHz, leakage power 1.71 nW, detailed placement HPWL 4830 um, Worst setup SP type input pin, Critical path buffers and inverters 3, Floorplan Utilization 22.9%, diodes inserted 0, Slew Limit Fails 0, most instantiated library cell after synthesis inv_1, Final Core Density 54.8%, pin count of the biggest net entering global routing 3, setup TNS 0 ns, worst-margin pin slew 0.0927 ns, XORs/XNORs by Area 0%, cell count after synthesis 160, fa+ha+maj area frac 69.0%, Core Area 5070 um2, Top delay family on crit path buffers and inverters, max-cap violations 0, Avg Cell Area, Syn 7.26 um2, vias per cell 3.62, Crit-path slowest cell ha_2, area leader, netlist ha_1, die width 92 um, crit path cell chain buf_2 > inv_2 > ha_2 > clkdlybuf4s15_1, Worst Setup End Kind primary output, antenna violations before repair 0, GRT Total Usage 11.4%, register area 0 um2, DRT Pass-1 Iters 2, number of global-route vias before repair 1,520, DRC 0, Clock buffer cells 0, Worst Setup Path Type input pin to primary output, status complete, no violations, total power 0.000826 W, Mux area share 0%, die area 8460 um2, CP max stage delay 0.29 ns, cycle use final 98.8%, average wire per standard cell 12.1 um, CP Data Required Time 0.80 ns, Routed WL 5150 um, CP arrival 0.79 ns, register share after synthesis 0%, yosys cell count 160, post-route ant nets 0, fin crit period 0.988 ns, relative slew slack 93.8%
## per-layer routing
metal	global-route usage, %	part of all wire [%]	wire, um	vias up
li1	-	-	-	810
met1	11.0	35	1780	649
met2	20.9	50	2580	81
met3	7.74	15	794	0
met4	0	0	0	0
met5	0	0	0	-
## cells by family (layout without fill, tap and decap cells)
family | Yosys count | after routing
adders and majority gates | 64 | 64
buffers and inverters | 96 | 291
## placed cells by master, fill, tap and decap left out, drive strengths merged
| cell | n |
|---|---|
| dlygate4sd2 | 29 |
| clkdlybuf4s15 | 15 |
| ha | 64 |
| buf | 142 |
| dlymetal6s2s | 1 |
| clkbuf | 8 |
| inv | 96 |
## repair_timing
item / 4_1_cts / 5_1_grt
setup buffers: 0 / 0
resized: 525 / 50
endpoints found under the setup margin: 96 / 35
pin swaps: 24 / 6
## where the power goes
| group | leakage (nW) | internal (W) | switching (W) |
|---|---|---|---|
| clock network | 0 | 0 | 0 |
| logic | 1.71 | 0.000522 | 0.000304 |
| registers | 0 | 0 | 0 |
## tightest hold or removal path, cell delays in order
cell	delay, ns
buf_6	0.07
ha_1	0.12
buf_2	0.10
## path summary, 6_finish.rpt
check	start	endpoint	slack, ns	cells after the start
setup / recovery	a[5]	out3[5]	0.01	4
hold / removal	b[12]	out1[12]	0.69	3
## cell type report
class	count	area [um2]
well taps	70	87.6
fillers	554	2300
multi-input cells	64	1020
inverters	96	360
repair buffers	195	1310
## through the flow
stage | instance area [um2] | std cells | worst slack, ns
2_1_floorplan | 1160 | 160 | 0.336
3_3_place_gp | 3120 | 426 | -0.732
3_5_place_dp | 3120 | 426 | -0.726
4_1_cts | 2730 | 425 | -0.194
5_1_grt | 2780 | 425 | -0.00674
6_report | 2780 | 425 | 0.0116
Power is estimated from default activity; no workload was simulated.
