<file path="/design/flow/config.mk">
export PLATFORM = sky130hd
export DESIGN_NAME = branchjump_detection
export DESIGN_NICKNAME = branchjump_detection
export VERILOG_FILES = /design/flow/design.v
export SDC_FILE = /design/flow/constraint.sdc
export NUM_CORES = 4
export LEC_CHECK = 1
export CORE_AREA = 10 10 70 70
export DIE_AREA = 0 0 80 80
</file>
<file path="/design/flow/constraint.sdc">
current_design branchjump_detection

set clk_period 1.4
set clk_io_pct 0.2

create_clock -name clk0 -period $clk_period [get_ports {clk}]

set non_clock_inputs [all_inputs -no_clocks]
set_input_delay [expr $clk_period * $clk_io_pct] -clock clk0 $non_clock_inputs
set_output_delay [expr $clk_period * $clk_io_pct] -clock clk0 [all_outputs]
</file>
<file path="/design/flow/design.v">
`timescale 1ns / 1ps
module branchjump_detection(input[6:0] inst,
                        input clk,res,
                        output reg stall);
reg counter_sel;
wire [5:0] counter;
always @ ( posedge clk ) begin
  if ((inst==7'b0110111)||(inst==7'b0010111)||(inst==7'b1101111)||(inst==7'b1100111)||(inst==7'b1100011)) begin
    stall<=1;
    counter_sel<=1;
  end
  if(counter==2)begin
  stall<= 0;
  counter_sel<=0;
  end
  if(res)
  stall<=0;
end
counter counter1(clk,counter_sel,counter);
endmodule
`timescale 1ns / 1ps
module counter (input clk,
                input counter_sel,
                output reg[5:0] counter);
always @ (posedge clk) begin
  if (counter_sel==1) begin
    counter= counter+1;
  end else begin
    counter=0;
  end
end
endmodule
</file>
<file path="/design/flow/run.sh">
#!/bin/bash
# OpenROAD 26Q1-2900-gdf79404cd8, Yosys 0.63+post, stock flow scripts
make -C /OpenROAD-flow-scripts/flow DESIGN_CONFIG=/design/flow/config.mk WORK_HOME=/design/flow/orfs finish
</file>
==> impl_metrics.py <==
# Flow results
metrics = {
    "floorplanning": {
        "fp_util": 0.0993,
        "die_height_um": 80,
        "pin_count": 10,
        "rows": 21,
        "dieWidth_um": 80,
        "core_area_um2": 3420,
        "die-area_um2": 6400,
    },
    "setup_path": {
        "regToRegStartpoint": "counter1.counter[0]",
        "cp_slowest_cell": "clkdlybuf4s50_1",
        "critPathLaunchType": "flip-flop",
        "worstPathArrival_ns": 1.04,
        "path_buffers": 1,
        "crit_type": "reg -> out",
        "critPathTopFamily": "buffers and inverters",
        "crit_cells": 1,
        "setup.worst_path.start": "stall",
        "path_max_fanout": 2,
        "r2r_cells": 4,
        "cpPeakStageDelay_ns": 0.47,
        "crit_path_end_kind": "primary output",
        "cp-endpoint": "stall",
        "r2r-end": "stall",
        "cp.required_ns": 1.12,
        "path_cells": "clkdlybuf4s50_1",
        "r2r_slack_ns": 0.36,
    },
    "detailed_routing": {
        "vias": 280,
        "drt_iter0_markers": 6,
        "diodes": 0,
        "routed_wl_um": 633,
        "post_drt_wl_per_cell_um": 6.66,
        "drt_drc_violations_left": 0,
        "final_antenna_net_count": 0,
        "firstDrtPassIters": 2,
        "viasPerCell": 2.95,
    },
    "sta": {
        "setup_violations": 0,
        "tightest_slew_ns": 0.242,
        "skew_ns": 0.00236,
        "final.setup.tns_ns": 0,
        "slew_headroom": 0.837,
        "rsz0062_at_grt": "false",
        "period_used_share": 0.941,
        "hold_violations": 0,
        "fin_crit_ns": 1.32,
        "fmax_ghz": 0.759,
        "slew_violations": 0,
        "fin_hold_ws_ns": 0.462,
    },
    "synthesis": {
        "mux_area_frac": 0,
        "ys_types": 16,
        "netlist_top_cells_area": "dfxtp_1 (47%), ha_1 (7.4%), nor2_1 (5.5%)",
        "synth.logic.top_family": "simple AND/OR/NAND/NOR gates",
        "xor_share": 0.0775,
        "aoi_share": 0.111,
        "top_area_frac": 0.472,
        "syn-cell-area_um2": 339,
        "synth_chip_area_um2": 339,
        "adder_share": 0.0738,
        "ys_cells": 37,
        "synth_flops": 8,
        "ys_warn_count": 2,
        "postSynthAreaPerCell_um2": 9.16,
        "simple_gate_share": 0.232,
        "synthCells": 37,
        "synth_seq_share": 0.472,
        "yosysTopAreaCell": "dfxtp_1",
    },
    "global_route": {
        "grt_usage": 0.0219,
        "grt_pass1_wl_um": 1160,
        "grt_max_degree": 8,
        "grt_util_met3": 0.0216,
        "met1_usage": 0.0242,
        "antenna_found_initial": 0,
        "busiest_layer": "met2",
        "grt_pass1_vias": 300,
        "grt_overflow": 0,
        "global_route.usage.met2": 0.0305,
    },
    "clock_network": {
        "cts_tree": "built",
        "cts_num_sinks": 8,
        "cts.clk_slew.worst_paths_ns": 0.05,
        "clock_path_buffers": 2,
        "htreeDepth": 1,
        "clockRootBuffer": "clkbuf_4",
        "worstSkewPairLatency_ns": 0.25,
        "cts_buffers": 3,
    },
    "finish": {
        "combGateArea_um2": 168,
        "fill_cells": 400,
        "seq_area_um2": 161,
        "area_growth_pct": 50.6,
        "drive_gt1_frac": 0.102,
        "stdcell_count": 95,
        "finalCoreUtilization": 0.149,
        "final_area_um2": 510,
    },
    "run_status": {
        "status": "finished, final reports clean",
    },
    "place": {
        "placed_cells": 92,
        "place_area_um2": 487,
        "numPortBuffers": 9,
        "place.gp.congestion": 0.688,
    },
    "hold_path": {
        "hp-class": "reg -> reg",
    },
    "run": {
        "warnings": 26,
        "max_cap_viol_count": 0,
    },
    "power": {
        "power.density_nw_per_um2": 1210,
        "p_leak_nw": 0.174,
        "vdd_drop_max_v": 0.000438,
    },
}
==> metrics by stage <==
| step | setup slack [ns] | total power, W |
|---|---|---|
| final | 0.0828 | 0.000615 |
| after global routing | 0.0169 | 0.000671 |
| after CTS | 0.0542 | 0.000629 |
| after detailed placement | -0.127 | 0.000451 |
| after global placement | -0.0913 | 0.000446 |
| after floorplan | 0.379 | 0.000396 |
==> layer usage <==
layer,vias to the layer above,share of wire
li1,150,-
met1,118,0.50
met2,12,0.34
met3,0,0.16
met4,0,0
met5,-,0
==> area by class of cell <==
type / count / share of cell area
Tap cell: 46 / 0.113
Sequential cell: 8 / 0.316
Inverter: 3 / 0.0221
Multi-Input combinational cell: 26 / 0.328
Timing Repair Buffer: 9 / 0.176
Clock buffer: 3 / 0.0441
==> power breakdown <==
| group | internal, W | leakage [nW] | switching, W |
|---|---|---|---|
| combinational | 0.0000633 | 0.0941 | 0.0000662 |
| sequential | 0.000274 | 0.0657 | 0.0000374 |
| clock | 0.0000979 | 0.0138 | 0.0000759 |
| total | 0.000436 | 0.174 | 0.000179 |
==> Yosys cell counts <==
master,count
nand3_1,3
a211oi_2,1
xnor2_1,1
a221o_1,1
or3_1,1
a21oi_1,2
and2_1,1
inv_1,3
dfxtp_1,8
nor2_1,5
nand2_1,3
nand3b_1,2
ha_1,2
nor4_1,1
xor2_1,2
o21ai_0,1
==> flip-flops by register name, indices dropped and copies added (netlist names) <==
name and count:
counter1.counter 6, stall 1, counter_sel 1
==> cell families after synthesis <==
group | after synthesis
compound gates | 5
xor+xnor | 3
fa+ha+maj | 2
buf+inv | 3
flops | 8
simple gates | 16
==> how the worst min path moves through the flow <==
stage / startpoint / end / cells after the start
after global routing: stall / stall / 2
after CTS: stall / stall / 2
final: stall / stall / 2
==> layout by cell type, fill, tap and decap left out <==
master           synthesis  routed
a211oi_2                 1       1
a221o_1                  1       1
dfxtp_2                  0       1
clkdlybuf4s50_1          0       9
or3_1                    1       1
inv_1                    3       3
nand3b_1                 2       2
o21ai_0                  1       1
and2_1                   1       1
nor4_1                   1       1
xnor2_1                  1       1
nand3_1                  3       3
clkbuf_4                 0       3
nand2_1                  3       3
dfxtp_1                  8       7
ha_1                     2       2
nor2_1                   5       5
xor2_1                   2       2
a21oi_1                  2       2
==> what timing repair did <==
action	in CTS	in global routing
hold buffers	0	0
buffers inserted	0	0
endpoints found under the setup margin	0	1
resized	0	1
Power figures rest on the tool's default switching activity, not on a simulated workload.
